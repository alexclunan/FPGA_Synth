===== flow/design.v =====
module LFO #(parameter LFO_WIDTH = 16)
(
    input wire          i_clock,
    input wire          i_reset,
    input wire [26:0]   i_main_counter,
    input wire [7:0]    i_amplitude_freq_reg,
    input wire          i_freq_en,
    input wire          i_amp_en,
    input wire [1:0]    i_wave_type_reg,
    output wire [LFO_WIDTH-1:0]   o_LFO
);
reg signed [LFO_WIDTH-1:0] LFO_state;
logic [LFO_WIDTH-1:0] freq_adder_comp;
logic [LFO_WIDTH-1:0] wave_shaper;
logic [LFO_WIDTH-2:0] amplitude_reg;
logic [15:0] freq_reg;
logic [1:0] output_ready_flag;
logic up_down_state;  
logic wave_shaper_flag;
logic debug;
always @(posedge(i_clock) or posedge(i_reset)) begin
    if (i_reset) begin
        LFO_state           <= 0;
        freq_adder_comp     <= 0;
        amplitude_reg       <= 0;
        freq_reg            <= 0;
        output_ready_flag   <= 0;
        up_down_state       <= 0;
        wave_shaper         <= 0;
        debug               <= 0;
    end else begin
    if( (i_main_counter[26:26-LFO_WIDTH+1] == freq_adder_comp) && (output_ready_flag == 2'b11) ) begin
        case (i_wave_type_reg)
            2'b00: begin
                if (LFO_state > -1)  
                    LFO_state <= ~{1'b0, amplitude_reg[LFO_WIDTH-2:0]} + 1;  
                else
                    LFO_state <= {1'b0, amplitude_reg[LFO_WIDTH-2:0]};  
            end 
            2'b01: begin
                if(up_down_state == 1'b1)
                    LFO_state <= LFO_state + 1'b1;
                else
                    LFO_state <= LFO_state - 1'b1;
            end
            2'b10: begin
                LFO_state <= LFO_state + 1'b1;
            end
            2'b11: begin
                LFO_state <= LFO_state - 1'b1;
            end
        endcase
        debug <= 1;
        freq_adder_comp <= freq_adder_comp + freq_reg;
        output_ready_flag <= 0;
        wave_shaper <= wave_shaper;
    end else begin
        debug <= 0;
        if (i_freq_en && i_amp_en) begin
            freq_reg <= freq_reg;
            amplitude_reg <= amplitude_reg;
            output_ready_flag <= 2'b11;
        end else begin
            if (i_freq_en) begin
                freq_reg <= i_amplitude_freq_reg;
                output_ready_flag[0] <= 1'b1;
            end else begin
                freq_reg <= freq_reg;
                output_ready_flag[0] <= output_ready_flag[0];
            end
            if (i_amp_en) begin
                amplitude_reg <= i_amplitude_freq_reg;
                output_ready_flag[1] <= 1'b1;
            end else begin
                amplitude_reg <= amplitude_reg;
                output_ready_flag[1] <= output_ready_flag[1];
            end
        end
        if ((i_main_counter[26-LFO_WIDTH-1:26-LFO_WIDTH+1-LFO_WIDTH-1] == wave_shaper) && i_wave_type_reg == 2'b01 && wave_shaper_flag) begin
            wave_shaper <= wave_shaper + freq_reg * (amplitude_reg / -1);
            wave_shaper_flag <= 0;
            if(up_down_state == 1'b1)
                LFO_state <= LFO_state + 1'b1;
            else
                LFO_state <= LFO_state - 1'b1;
        end else if ((i_main_counter[26-LFO_WIDTH:26-LFO_WIDTH+1-LFO_WIDTH] == wave_shaper) && i_wave_type_reg == 2'b10 && wave_shaper_flag) begin
            wave_shaper <= wave_shaper + freq_reg * (amplitude_reg / -1);
            wave_shaper_flag <= 0;
            LFO_state <= LFO_state + 1'b1;
        end else if ((i_main_counter[26-LFO_WIDTH:26-LFO_WIDTH+1-LFO_WIDTH] == wave_shaper) && i_wave_type_reg == 2'b11 && wave_shaper_flag) begin
            wave_shaper <= wave_shaper + freq_reg * (amplitude_reg / -1);
            wave_shaper_flag <= 0;
            LFO_state <= LFO_state - 1'b1;
        end else begin
            wave_shaper <= wave_shaper;
            wave_shaper_flag <= 1;
            LFO_state <= LFO_state;
        end
        freq_adder_comp <= freq_adder_comp;
    end
    if (LFO_state >= amplitude_reg)
        up_down_state <= 0;
    else if (LFO_state == 0)
        up_down_state <= 1;
    else 
        up_down_state <= up_down_state;
    end
end
assign o_LFO = LFO_state;
endmodule

===== flow/run.sh =====
#!/bin/bash
# OpenROAD 26Q1-2900-gdf79404cd8, Yosys 0.63+post, stock flow scripts
make -C /OpenROAD-flow-scripts/flow DESIGN_CONFIG=/design/flow/config.mk WORK_HOME=/design/flow/orfs finish

===== flow/config.mk =====
export PLATFORM = sky130hd
export DESIGN_NAME = LFO
export DESIGN_NICKNAME = LFO
export VERILOG_FILES = /design/flow/design.v
export SDC_FILE = /design/flow/constraint.sdc
export NUM_CORES = 4
export LEC_CHECK = 1
export CORE_UTILIZATION = 30

===== flow/constraint.sdc =====
current_design LFO

set clk_period 8.2
set clk_io_pct 0.2

create_clock -name clk0 -period $clk_period [get_ports {i_clock}]

set non_clock_inputs [all_inputs -no_clocks]
set_input_delay [expr $clk_period * $clk_io_pct] -clock clk0 $non_clock_inputs
set_output_delay [expr $clk_period * $clk_io_pct] -clock clk0 [all_outputs]

==> results_dict.tcl <==
# flow metrics
set metrics [dict create \
    outcome "finished, final reports clean" \
    fillers 1411 \
    numCtsBuffers 5 \
    area_delta_synth_final_pct 18.97 \
    setup_viol 0 \
    warnings 27 \
    utilization_pct 36.42 \
    root_buffer "clkbuf_16" \
    dr.pass1.iters 5 \
    max_freq_ghz 0.2417 \
    p_per_area_mw_per_mm2 121.1 \
    core-area_mm2 0.01448 \
    drc 0 \
    edf_count 1 \
    clk_pin_slew_ns 0.08 \
    mi_logic_area_mm2 0.002887 \
    finalHoldViolCount 0 \
    clkSinkCount 52 \
    top_cell "nand2_1" \
    hold_class "reg -> reg" \
    p_leak_nw 2.154 \
    place.port_buffers 56 \
    crit_start "i_wave_type_reg[1]" \
    common_cells "52 x nand2_1, 51 x dfrtp_1, 31 x nor2_1, 28 x o21ai_0, 27 x a21oi_1" \
    finalMaxSlewViolations 0 \
    grt_pass1_wl_um 21380 \
    fin_hold_ws_ns 0.4909 \
    combPwrFrac_pct 20.3 \
    cts_tree "yes" \
    seq_area_frac_synth_pct 29.47 \
    initCoreUtil_pct 30.61 \
    setup_tns_ns 0 \
    async_reset_ff_share_pct 98.08 \
    cts_setup_buffers 0 \
    wl_per_cell_um 17.53 \
    avgSynthCellArea_um2 8.330 \
    yosysUniqueCellTypes 67 \
    cp-start-kind "primary input" \
    htree_levels 2 \
    insertion_delay_ns 0.30 \
    ctsHoldBuffers 0 \
    regArea_mm2 0.001306 \
    tightest_slew_ns 0.7966 \
    slew-limit-headroom_pct 46.70 \
    rsz0062_at_grt "no" \
    ys_cells 532 \
    pwr-share-seq_pct 44.5 \
    required_ns 8.36 \
    cts_resized 0 \
    end_kind "flip-flop" \
    cts_buffer_depth 2 \
    ir_worst_vdd_uv 78.02 \
    grt_start_max_net_pins 43 \
    gp_congestion 0.9178 \
    grt_pass1_vias 3934 \
    yosys-stat-area_mm2 0.004432 \
    path_class "in -> reg" \
    r2r_start "LFO_state[4]" \
    hpwl_um 9820 \
    max_cap_violations 0 \
    finalInstanceArea_mm2 0.005273 \
    placed_area_mm2 0.005122 \
    ys.flop_type "dfrtp_1" \
    insertedDiodeCount 0 \
    synth_top_cell_by_area "dfrtp_1" \
    synthCells 532 \
    ant_nets 0 \
    min_from "freq_adder_comp[15]" \
    p_sw_mw 0.1895 \
    top_area_share_pct 28.80 \
    cp.arrival_ns 4.30 \
    ys_warn_count 4 \
    ys.flops 52 \
    drt-total-wl_um 13220 \
    layout-drive-gt1-share_pct 7.719 \
    antenna_found_initial 0 \
    clkPwrFrac_pct 35.3 \
    grt_use_total_pct 18.56 \
    viasPerCell 5.475 \
    rows 44 \
    path_max_fanout 13 \
    sw_frac_of_total_pct 29.69 \
    synth_area_mm2 0.004432 \
    pin_count 57 \
    internal-power_mw 0.4489 \
    num_vias 4128 \
    fp.dieH_um 123.5 \
    top_regs "LFO_state (16), freq_adder_comp (16)" \
    drt_iter0_markers 300 \
    die-width_um 123.5 \
    grt_overflow 0 \
    top_cells_by_area "dfrtp_1 29%, ha_1 5.9%, xor2_1 5.1%" \
    dieArea_mm2 0.01526 \
    finalClockSkew_ns 0.008871 \
    period_minus_slack_ns 4.138 \
    period_used_pct 50.46 \
]
[metrics by stage]
step,setup slack [ns],instances,power (mW)
final,4.062,754,0.6384
after global routing,3.790,754,0.6688
after CTS,4.145,754,0.6436
after detailed placement,3.860,746,0.4171
after global placement,3.907,746,0.4151
after floorplan,4.802,532,0.3688
[power groups by stage]
stage / registers [mW] / clock network, mW / logic [mW]
after CTS: 0.284 / 0.231 / 0.129
after global routing: 0.286 / 0.239 / 0.143
final: 0.284 / 0.225 / 0.129
[final timing paths]
| kind | cells past startpoint | slack [ns] | endpoint |
|---|---|---|---|
| worst max-delay path | 9 | 4.06 | LFO_state[12] |
| worst min-delay path | 1 | 0.49 | freq_adder_comp[15] |
| worst max register to register | 7 | 5.07 | LFO_state[15] |
| worst min register to register | 1 | 0.49 | freq_adder_comp[15] |
| max in group asynchronous | 3 | 5.65 | freq_adder_comp[4] |
| min in group asynchronous | 2 | 1.69 | LFO_state[5] |
[cells by family (layout without fill, tap and decap cells)]
logic type	count (synthesis)	in the layout	share of synthesized area, %
adder cells (fa/ha/maj)	22	22	6.381
multiplexers	23	23	5.647
AND-OR/OR-AND	119	119	18.04
buffers and inverters	56	94	5.392
AND/OR/NAND/NOR	209	209	24.99
XOR/XNOR	51	51	10.08
flip-flops	52	52	29.47
[placed cells by master (no fill, tap or decap), drive strengths merged, types with 6 or more instances in the layout]
| master | n |
|---|---|
| clkdlybuf4s50 | 56 |
| nand2 | 52 |
| dfrtp | 51 |
| nor2 | 31 |
| o21ai | 30 |
| a21oi | 28 |
| xor2 | 26 |
| xnor2 | 25 |
| nor3 | 24 |
| inv | 24 |
| nand3 | 23 |
| ha | 21 |
| mux2 | 16 |
| nand4 | 14 |
| nor4 | 12 |
| nand2b | 8 |
| nor2b | 8 |
| mux2i | 7 |
| o31ai | 7 |
| buf | 7 |
| a21o | 7 |
| and3 | 6 |
[critical path: stages]
cell and delay [ns]:
clkdlybuf4s50_1 0.75, inv_1 0.15, o21ai_0 0.23, nor2b_1 0.55, clkinv_1 0.43, o31ai_1 0.19, nand3_1 0.12, o211ai_1 0.12
a31oi_1 0.11
[per-layer routing]
metal	global-route usage (%)	wire length, µm	vias up
met5	0	0	-
met4	2.560	174	0
li1	-	-	2003
met1	28.46	6325	1934
met3	3.672	965	19
met2	27.97	5751	172
[final cells by class]
cell class | instances | area share [%]
clock buffer | 5 | 2.373
timing repair buffer | 63 | 11.63
clock inverter | 3 | 0.4746
tap | 184 | 4.366
multi-input combinational | 424 | 54.75
inverter | 23 | 1.637
sequential | 52 | 24.77
Power figures rest on the tool's default switching activity, not on a simulated workload.
