### config.mk
export PLATFORM = sky130hd
export DESIGN_NAME = sigma_delta_converter
export DESIGN_NICKNAME = sigma_delta_converter
export VERILOG_FILES = /design/flow/design.v
export SDC_FILE = /design/flow/constraint.sdc
export NUM_CORES = 4
export LEC_CHECK = 1
export CORE_AREA = 10 10 70 70
export DIE_AREA = 0 0 80 80
### constraint.sdc
current_design sigma_delta_converter

set clk_period 3.7
set clk_io_pct 0.2

create_clock -name clk0 -period $clk_period [get_ports {clock}]

set non_clock_inputs [all_inputs -no_clocks]
set_input_delay [expr $clk_period * $clk_io_pct] -clock clk0 $non_clock_inputs
set_output_delay [expr $clk_period * $clk_io_pct] -clock clk0 [all_outputs]
### design.v
module sigma_delta_converter #(parameter AUDIO_WIDTH = 8)
(
    input                   clock,
    input                   reset,
    input [AUDIO_WIDTH-1:0] audio_in,
    output logic            dac_out
);
    logic [AUDIO_WIDTH:0] integrator;
    logic [AUDIO_WIDTH:0] feedback;
    logic [AUDIO_WIDTH:0] error;
    always_ff @(posedge clock or posedge reset) begin
        if (reset) begin
            integrator <= 0;
            dac_out <= 0;
        end else begin
            feedback = dac_out ? (1 << AUDIO_WIDTH) : 0;   
            error = audio_in - feedback;
            integrator = integrator + error;
            dac_out <= integrator[AUDIO_WIDTH];   
        end
    end
endmodule
### run.sh
#!/bin/bash
# OpenROAD 26Q1-2900-gdf79404cd8, Yosys 0.63+post, stock flow scripts
make -C /OpenROAD-flow-scripts/flow DESIGN_CONFIG=/design/flow/config.mk WORK_HOME=/design/flow/orfs finish
==> metrics.yaml <==
cells_and_area:
  layout_top_cells_excl_fill_tap: "30 x sky130_fd_sc_hd__inv_1, 15 x sky130_fd_sc_hd__ha_1, 10 x sky130_fd_sc_hd__clkdlybuf4s50_1"
  layout_top_cell: "sky130_fd_sc_hd__inv_1"
  final_core_utilization_pct: 27.3
  final_layout_size_suffix_gt1_share_pct: 7.07
  areaGrowthSynthToFinish_pct: 24.5
  num-fill-cells: 381
global_routing:
  grt_pass1_vias: 547
  grt.total_usage_pct: 4.03
  grt_max_degree: 10
  grt_antenna_before_repair: 0
  grt_overflow: 0
  grt_first_pass_wirelength_um: 2130
sta:
  fin_crit_sh_pct: 66.4
  skew_ns: 0.00142
  report.final.slew_viol_count: 0
  max_clock_freq_mhz: 407
  fin_crit_ns: 2.46
  grt_setup_unrepaired: "false"
  worst-slew-pin-transition_ns: 0.361
  worst_slew_margin_rel_pct: 75.9
  finalHoldViolations: 0
  final.setup.tns_ns: 0
  setup-violations-final: 0
floorplanning:
  number_of_i_o_pins: 11
  die_y_um: 80
  std_cell_rows: 21
  core_outline_area_um2: 3420
  fp_util_pct: 21.9
  fp.dieArea_um2: 6400
  die_w_um: 80
logic_synthesis:
  synthDistinctLibCells: 26
  synth-cells-yosys: 85
  post-synth-top-area-cell: "sky130_fd_sc_hd__dfrtp_1"
  postSynthCellCount: 85
  synth_top_area_share_pct: 30.1
  cell_area_after_technology_mapping_um2: 749
  number_of_synthesized_register_bits: 9
  topCellsByArea: "sky130_fd_sc_hd__dfrtp_1 30%, sky130_fd_sc_hd__ha_1 25%, sky130_fd_sc_hd__inv_1 15%, sky130_fd_sc_hd__xnor2_1 4.7%, sky130_fd_sc_hd__a21oi_1 2.7%"
  post_synth_tally_of_flip_flops_with_integrated_enable: 0
  synthArstFlopShare_pct: 100
  avgSynthCellArea_um2: 8.82
  synth.yosys.warnings: 1
  post_synth_seq_share_pct: 30.1
  ys.flop_type: "sky130_fd_sc_hd__dfrtp_1"
  ys_area_um2: 749
placed_design:
  place.port_buffers: 10
  gp_congestion: 0.798
  hpwl_um: 1000
critical_path:
  path_max_fanout: 7
  reg2reg_setup_slack_ns: 1.86
  worstPathArrival_ns: 2.63
  crit_path_start: "audio_in[7]"
  cp-start-kind: "input pin"
  r2r-start: "integrator[7]"
  path_depth_of_the_worst_reg2reg_path: 7
  timing.rr.end: "dac_out"
  crit_path_end_kind: "flop"
  critical_path_data_required_time_ns: 3.88
  path_type_of_the_worst_setup_path: "input pin to flop"
pwr:
  power.leakage_uw: 0.000491
  power-per-cell-area_nw_per_um2: 869
  peakVddDrop_mv: 0.283
cts:
  numClockSinks: 9
  cts.htree.levels: 1
  numCtsBuffers: 3
  path_clk_slew_ns: 0.06
  postCtsResizedCells: 0
  clk_root_buffer_cell: "sky130_fd_sc_hd__clkbuf_4"
  clock_tree_from_tritoncts: "built"
  cts.path.max_buffers: 2
  clock_insertion_delay_worst_skew_ns: 0.26
  cts_setup_buffers: 0
  hold_buffers: 0
run:
  timing.max_cap.violations: 0
  stage_log_warnings: 25
route:
  vias_per_cell: 3.75
  wirelength_um: 1170
  detailroute.via_count: 544
  wl_per_cell_um: 8.04
  drt_first_iter_violations: 9
  n_antenna_cell: 0
  drt_first_pass_iters: 4
  drt_drc_violations_left: 0
  drtAntennaViolNets: 0
min_path:
  timing.hold.worst_path_depth: 1
  hp-class: "flop to flop"
  hold_path_startpoint: "integrator[0]"
  min_delay_worst_endpoint: "integrator[0]"
status:
  run_status: "finished, final reports clean"
==> metrics by stage <==
stage | total power (uW) | setup slack (ns) | instances | area (um2) | hold slack, ns
4_1_cts | 829 | 1.25 | 145 | 933 | 0.476
2_1_floorplan | 642 | 1.56 | 85 | 749 | 0.443
6_report | 811 | 1.24 | 145 | 933 | 0.470
3_3_place_gp | 734 | 0.995 | 141 | 907 | 0.453
3_5_place_dp | 743 | 0.973 | 141 | 907 | 0.461
5_1_grt | 926 | 1.16 | 145 | 933 | 0.491
==> critical path, cell delays in order <==
cell and delay (ns):
sky130_fd_sc_hd__clkdlybuf4s50_1 0.45, sky130_fd_sc_hd__inv_1 0.04, sky130_fd_sc_hd__ha_1 0.26, sky130_fd_sc_hd__inv_1 0.04, sky130_fd_sc_hd__ha_1 0.36, sky130_fd_sc_hd__a21oi_1 0.24, sky130_fd_sc_hd__mux2_2 0.37, sky130_fd_sc_hd__a211oi_2 0.14
==> kinds of logic (layout without fill, tap and decap cells) <==
kind of cell,after synthesis,count (layout),share of synthesized area (%)
flops,9,9,30.1
mux,1,1,1.50
xor+xnor,5,5,5.84
compound gates,13,13,12.9
buf+inv,30,44,15.0
simple gates,12,12,9.69
fa+ha+maj,15,15,25.0
==> cells in the mapped netlist, types with 3 or more instances <==
master,n
sky130_fd_sc_hd__inv_1,30
sky130_fd_sc_hd__ha_1,15
sky130_fd_sc_hd__dfrtp_1,9
sky130_fd_sc_hd__a21oi_1,4
sky130_fd_sc_hd__xnor2_1,4
sky130_fd_sc_hd__nand2_1,3
==> final cells by class <==
class                      instances  area, um2  share of cell area [%]
clock buffer                       4       26.3                    2.82
inverter                          30        113                    12.1
multi-input combinational         46        412                    44.1
sequential                         9        225                    24.1
tap                               46       57.6                    6.17
timing repair buffer              10        100                    10.7
==> state kept, by name, summed over array words and instances (netlist names) <==
register	cells
dac_out	1
integrator	8
==> report_power, final <==
| part | switching (uW) | leakage (uW) | total, uW | internal, uW |
|---|---|---|---|---|
| Combinational | 282 | 0.000371 | 564 | 282 |
| Clock | 35.3 | 0.0000150 | 76.9 | 41.6 |
| Sequential | 11.6 | 0.000105 | 170 | 159 |
| Total | 329 | 0.000491 | 811 | 482 |
==> worst max-delay path by stage <==
stage | to | slack (ns) | depth (start not counted)
4_1_cts | dac_out | 1.25 | 8
5_1_grt | dac_out | 1.16 | 8
6_report | dac_out | 1.24 | 8
==> metal layers <==
layer	wire, um	part of all wire (%)	track usage (%)
met5	0	0	0
met4	0	0	0.352
met3	83	7.1	2.05
met2	475	41	5.86
met1	607	52	5.41
Power figures rest on the tool's default switching activity, not on a simulated workload.
