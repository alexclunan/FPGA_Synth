--- flow/config.mk ---
export PLATFORM = sky130hd
export DESIGN_NAME = note_2_freq
export DESIGN_NICKNAME = note_2_freq
export VERILOG_FILES = /design/flow/design.v
export SDC_FILE = /design/flow/constraint.sdc
export NUM_CORES = 4
export LEC_CHECK = 1
export CORE_AREA = 10 10 70 70
export DIE_AREA = 0 0 80 80
--- flow/run.sh ---
#!/bin/bash
# OpenROAD 26Q1-2900-gdf79404cd8, Yosys 0.63+post, stock flow scripts
make -C /OpenROAD-flow-scripts/flow DESIGN_CONFIG=/design/flow/config.mk WORK_HOME=/design/flow/orfs finish
--- flow/design.v ---
module note_2_freq (
    input           i_note_ready,
    input [7:0]     i_uart_RX,
    output [15:0]   cycles_per_note
);
logic [1:0] top_bits;
logic [3:0]  cmd_bits;
logic [9:0]  bot_bits;
always @(posedge(i_note_ready)) begin
    case (i_uart_RX[7:4])
    4'hE: begin top_bits <= 2'b10; cmd_bits <= i_uart_RX[7:4]; bot_bits <= 10'b1010100010; end  
    4'hC: begin top_bits <= 2'b10; cmd_bits <= i_uart_RX[7:4]; bot_bits <= 10'b0000101000; end  
    4'h9: begin top_bits <= 2'b10; cmd_bits <= i_uart_RX[7:4]; bot_bits <= 10'b1001000101; end  
    4'h7: begin top_bits <= 2'b10; cmd_bits <= i_uart_RX[7:4]; bot_bits <= 10'b0011110000; end  
    4'h5: begin top_bits <= 2'b10; cmd_bits <= i_uart_RX[7:4]; bot_bits <= 10'b0000100001; end  
    4'h2: begin top_bits <= 2'b10; cmd_bits <= i_uart_RX[7:4]; bot_bits <= 10'b1111010001; end  
    4'h0: begin top_bits <= 2'b10; cmd_bits <= i_uart_RX[7:4]; bot_bits <= 10'b1111111000; end  
    4'hF: begin top_bits <= 2'b01; cmd_bits <= i_uart_RX[7:4]; bot_bits <= 10'b0010010000; end  
    4'hD: begin top_bits <= 2'b01; cmd_bits <= i_uart_RX[7:4]; bot_bits <= 10'b0110010010; end  
    4'hB: begin top_bits <= 2'b01; cmd_bits <= i_uart_RX[7:4]; bot_bits <= 10'b1011111001; end  
    4'hA: begin top_bits <= 2'b01; cmd_bits <= i_uart_RX[7:4]; bot_bits <= 10'b0010111110; end  
    4'h8: begin top_bits <= 2'b01; cmd_bits <= i_uart_RX[7:4]; bot_bits <= 10'b1011011101; end  
    default: begin top_bits <= 2'b00; cmd_bits <= 4'b0000;     bot_bits <= 10'b0000000000; end
    endcase
end
assign cycles_per_note = {top_bits, cmd_bits, bot_bits};
endmodule
--- flow/constraint.sdc ---
current_design note_2_freq

set clk_period 1.2
set clk_io_pct 0.2

create_clock -name clk0 -period $clk_period [get_ports {i_note_ready}]

set non_clock_inputs [all_inputs -no_clocks]
set_input_delay [expr $clk_period * $clk_io_pct] -clock clk0 $non_clock_inputs
set_output_delay [expr $clk_period * $clk_io_pct] -clock clk0 [all_outputs]
==> reports/summary.log <==
INFO  status         run_status=complete, no violations
INFO  sta            hold_slack=578ps
INFO  logic_synthesis share_of_synthesized_registers_carrying_an_async_set_or_reset=0%
INFO  detailed_routing antenna_cells=0
INFO  critical_path  cp.buffers_inverters=2
INFO  logic_synthesis synthFlopType=dfxtp_1
INFO  global_routing antenna_found_initial=0
INFO  finish         postLayoutCellArea=992squm
INFO  finish         layout.area.comb=264squm
INFO  logic_synthesis synth_sequential_area_ratio=48.7%
INFO  cts            cts_buffers=3
INFO  finish         final_util=29.0%
INFO  critical_path  startpoint_type=input port
INFO  sta            max-slew-margin-rel=88.0%
INFO  hold_path      hold_start=i_uart_RX[7]
INFO  sta            fmaxAchievable=892MHz
INFO  logic_synthesis syn_std_cell_area=658squm
INFO  critical_path  worstSetupStartpoint=i_uart_RX[7]
INFO  pwr            power.share.combinational=18.0%
INFO  pwr            relative_contribution_of_the_clock_network_to_total_power=30.1%
INFO  floorplanning  dieHeight=80microns
INFO  placement      placed_cell_count=138
INFO  global_routing overall_fraction_of_global_route_tracks_in_use=4.31%
INFO  floorplanning  floorplan.die.width=80microns
INFO  critical_path  cp_data_arrival_time=1280ps
INFO  logic_synthesis post_synth_xor_area_fraction=1.33%
INFO  sta            min_period=1120ps
INFO  finish         area_delta_synth_final=50.8%
INFO  detailed_routing antenna_violating_nets_post_route=0
INFO  pwr            seq_power_share=52.0%
INFO  floorplanning  chip_area=6400squm
INFO  finish         layout.area.seq=322squm
INFO  cts            cts.sink_count=16
INFO  sta            unrepaired_setup_endpoints_after_global_routing=no
INFO  cts            path_clk_slew=90ps
INFO  logic_synthesis yosys-dominant-comb-family=AND-OR/OR-AND gates
INFO  logic_synthesis simple_gate_area_share=16.3%
INFO  pwr            vdd_ir_drop_max=0.000266V
INFO  logic_synthesis edf_count=0
INFO  global_routing grt_overflow=0
INFO  sta            setup_viol_count_final=0
INFO  critical_path  cp.required=1360ps
INFO  global_routing grt_first_pass_wirelength=2290microns
INFO  sta            totalNegativeSetupSlack=0ps
INFO  cts            cts-hold-fix-buffers=0
INFO  job            max_cap_viol_count=0
INFO  finish         fillerInstances=375
INFO  pwr            power_switching=235uW
INFO  sta            period_used_share=93.5%
INFO  critical_path  critPathMaxStageDelay=390ps
INFO  cts            h-tree-depth=1
INFO  critical_path  crit_fanout=10
INFO  logic_synthesis ys_warn_count=1
INFO  logic_synthesis synthesis.instances=64
INFO  logic_synthesis ys_chip_area=658squm
INFO  logic_synthesis post_synth.cell_area_avg=10.3squm
INFO  detailed_routing drt-total-wl=1370microns
INFO  logic_synthesis aoi_share=18.4%
INFO  sta            tightest_pin_transition=179ps
INFO  placement      placed_cell_area=970squm
INFO  pwr            p_leak=0.000447uW
INFO  pwr            switching_portion_of_total_power=21.0%
INFO  pwr            intPower=883uW
INFO  floorplanning  io-pin-count=25
INFO  logic_synthesis synth-cells-yosys=64
INFO  logic_synthesis synthAdderAreaFrac=1.71%
INFO  sta            final-max-slew-violation-count=0
INFO  hold_path      hold_path_class=in2reg
INFO  pwr            pwr_density_cell=1130nW/um^2
INFO  critical_path  setup_crit_end_kind=register
INFO  detailed_routing via_count=518
INFO  detailed_routing drtPass1Iterations=3
INFO  critical_path  path_class=in2reg
INFO  critical_path  path_cells=clkdlybuf4s50_1 -> buf_4 -> nor2b_2 -> a22oi_2 -> o21ai_1
INFO  detailed_routing routed_wire_length_per_instance=9.65microns
INFO  finish         final_layout_size_suffix_gt1_share=26.0%
INFO  sta            finalHoldViolations=0
INFO  detailed_routing avgViaCountPerCell=3.65
INFO  floorplanning  floorplan.initialDensity=19.3%
INFO  global_routing grt_pass1_vias=495
INFO  placement      port_buffers=20
INFO  logic_synthesis netlist-cell-type-count=24
INFO  critical_path  worst_path_max_delay_cell=clkdlybuf4s50_1
INFO  detailed_routing detail_route.iter0.violations=9
INFO  finish         final_cell_count_no_fill=142
INFO  placement      gp_routability_congestion=0.771
INFO  cts            tritoncts_clock_tree=built
INFO  global_routing grt_start_max_net_pins=11
INFO  critical_path  timing.critical_path.max_delay_family=buffers and inverters
INFO  job            warnings=29
INFO  placement      dp_hpwl=1090microns
INFO  floorplanning  floorplan.core_area=3420squm
INFO  logic_synthesis synth.ff_latch_count=16
INFO  detailed_routing drcViolationCount=0
INFO  logic_synthesis ys_sh_mux=1.52%
INFO  cts            maximum_root_to_sink_buffer_count=2
INFO  floorplanning  fp-row-count=21
INFO  cts            clockRootBuffer=clkbuf_4
-- per-layer routing --
metal	global-route usage, %	vias to the layer above	routed length (microns)
met5	0	-	0
met4	0.880	0	14
met3	1.82	2	92
met2	6.34	12	577
met1	5.76	219	685
li1	-	285	-
-- through the flow --
step,worst slack [ps],total power (uW)
6_report,78.6,1120
5_1_grt,32.9,1200
4_1_cts,47.3,1140
3_5_place_dp,-261,826
3_3_place_gp,-242,824
2_1_floorplan,282,690
-- sequential cells by signal (all words and copies together) (netlist names) --
signal / cells
top_bits: 2
bot_bits: 10
cmd_bits: 4
-- Yosys cell counts, types with 2 or more instances --
cell	count	area, sq um
a21oi_1	3	15.0
buf_6	6	67.6
dfxtp_1	16	320
nand2_1	5	18.8
nand2b_1	4	25.0
nor2_1	2	7.51
nor2b_1	5	31.3
nor3_1	2	10.0
o211ai_1	3	22.5
o21a_1	2	15.0
o21ai_1	2	10.0
o221ai_1	2	17.5
-- power by group through the flow --
| stage | sequential (uW) | clock (uW) | combinational [uW] |
|---|---|---|---|
| 5_1_grt | 587 | 384 | 225 |
| 6_report | 581 | 336 | 201 |
| 4_1_cts | 582 | 351 | 204 |
-- worst paths after layout --
path	slack (ps)	end	cells after the start
worst max-delay path	80	bot_bits[9]$_DFF_P_	5
worst min-delay path	580	cmd_bits[3]$_SDFF_PN0_	2
-- area by class of cell --
class | instances | share of cell area (%)
well taps | 46 | 5.80
repair buffers | 36 | 31.5
flip-flops and latches | 16 | 32.4
clock buffers | 4 | 3.66
multi-input cells | 40 | 26.6
-- layout by cell type (no fill, tap or decap), drive strengths merged --
| cell | netlist | routed |
|---|---|---|
| a21o | 1 | 1 |
| a21oi | 3 | 3 |
| a22oi | 1 | 1 |
| a31o | 1 | 1 |
| buf | 7 | 16 |
| clkbuf | 1 | 4 |
| clkdlybuf4s50 | 0 | 4 |
| dfxtp | 16 | 16 |
| dlygate4sd2 | 0 | 16 |
| maj3 | 1 | 1 |
| mux2i | 1 | 1 |
| nand2 | 6 | 6 |
| nand2b | 4 | 4 |
| nor2 | 2 | 2 |
| nor2b | 6 | 6 |
| nor3 | 2 | 2 |
| o211a | 1 | 1 |
| o211ai | 3 | 3 |
| o21a | 2 | 2 |
| o21ai | 2 | 2 |
| o221ai | 2 | 2 |
| o31ai | 1 | 1 |
| xnor2 | 1 | 1 |
-- kinds of logic after synthesis --
| group | count (synthesis) |
|---|---|
| AOI/OAI and AO/OA | 17 |
| adders and majority gates | 1 |
| buffers and inverters | 8 |
| and+or+nand+nor | 20 |
| muxes | 1 |
| xor gates and xnor gates | 1 |
| DFF | 16 |
-- timing repair --
| action | in CTS | in global routing |
|---|---|---|
| endpoints found under the setup margin | 16 | 2 |
| setup buffers | 0 | 0 |
| gates resized | 17 | 1 |
| pin swaps | 0 | 0 |
Power and IR drop assume default switching activity.
